==> flow/design.v <==
`timescale 1ns / 1ps
module DISP7SEG(
    input clk
    ,input [3:0] D0
    ,input [3:0] D1
    ,input [3:0] D2
    ,input [3:0] D3
    ,input text_mode
    ,input slow
    ,input med
    ,input fast
    ,input error
    ,input wrong
    ,output [7:0] seg
    ,output [3:0] an
    );
wire [1:0] sel;
wire [4:0] Y;
wire clk_out;
wire a0, a1, a2, a3, a4;
wire b0, b1, b2, b3, b4;
wire c0, c1, c2, c3, c4;
wire d0, d1, d2, d3, d4;
wire [7:0] seg_number;
assign a4 = 0;
assign d4 = 0;
assign c4 = 0;
assign b4 = 0;
assign {a3, a2, a1, a0} = D0;
assign {b3, b2, b1, b0} = D1;
assign {c3, c2, c1, c0} = D2;
assign {d3, d2, d1, d0} = D3;
assign seg = 	text_mode & wrong ? ( sel == 2'b00 ? 8'b11111111 : sel == 2'b01 ? 8'b10101011 : sel == 2'b10 ? 8'b10100011 : 8'b10101011 ):
              text_mode & error ? ( sel == 2'b00 ? 8'b11111111 : sel == 2'b01 ? 8'b00101111 : sel == 2'b10 ? 8'b10101111 : 8'b10000110 ):
              text_mode & fast  ? ( sel == 2'b00 ? 8'b10000111 : sel == 2'b01 ? 8'b10010010 : sel == 2'b10 ? 8'b10001000 : 8'b10001110 ):
              text_mode & med   ? ( sel == 2'b00 ? 8'b10100001 : sel == 2'b01 ? 8'b10100011 : sel == 2'b10 ? 8'b10100011 : 8'b10010000 ):
              text_mode & slow  ? ( sel == 2'b00 ? 8'b11111111 : sel == 2'b01 ? 8'b01000000 : sel == 2'b10 ? 8'b11000111 : 8'b10010010 ):
              seg_number;
bcd7seg bcd7seg (.Y(Y), .disp(seg_number));
slowclock slowclock (.clk_in(clk), .clk_out(clk_out));
my_counter my_counter (.clk(clk_out), .Q(sel));
mux4to1 mux4to1 (.A({a4, a3, a2, a1, a0}), .B({b4, b3, b2, b1, b0}), .C({c4, c3, c2, c1, c0}), .D({d4, d3, d2, d1, d0}), .sel(sel), .Y(Y));
decoder2to4 decoder2to4 ( .en(sel), .an(an));
endmodule
module bcd7seg(input[4:0] Y, output reg[7:0] disp);
	always@(Y)	begin
		case(Y[3:0])
			00:       disp={!Y[4], 7'b1000000};
			01:       disp={!Y[4], 7'b1111001};
			02:       disp={!Y[4], 7'b0100100};
			03:       disp={!Y[4], 7'b0110000};
			04:       disp={!Y[4], 7'b0011001};
			05:       disp={!Y[4], 7'b0010010};
			06:       disp={!Y[4], 7'b0000010};
			07:       disp={!Y[4], 7'b1111000};
			08:       disp={!Y[4], 7'b0000000};
			09:       disp={!Y[4], 7'b0010000};
			10:       disp={!Y[4], 7'b0001000};
			11:       disp={!Y[4], 7'b0000011};
			12:       disp={!Y[4], 7'b1000110};
			13:       disp={!Y[4], 7'b0100001};
			14:       disp={!Y[4], 7'b0000110};
			default:  disp={!Y[4], 7'b0001110};
		endcase
	end
endmodule
module slowclock (clk_in, clk_out);
input clk_in; output clk_out;
reg clk_out;
reg [25 : 0] period_count;
always @ (posedge clk_in)
	if (period_count != 2500 - 1)
	begin
		period_count <= period_count + 1;
		clk_out <= 0;
	end
	else
	begin
		period_count <= 0;
		clk_out <= 1;
	end
endmodule
module my_counter( clk, Q );
input clk;
output [1:0] Q;
reg [1:0] temp;
always @(posedge clk)
begin
	temp <= temp + 1;
end
assign Q = temp;
endmodule
module mux4to1( input [4:0] A, B, C, D, input [1:0] sel, output [4:0] Y);
assign Y = (sel==0)?A : (sel==1)?B : (sel==2)?C : D;
endmodule
module decoder2to4 (input [1:0] en, output reg [3:0] an);
always@(en)
begin
	case (en)
		0: an=4'b1110;
		1: an=4'b1101;
		2: an=4'b1011;
		3: an=4'b0111;
	endcase
end
endmodule
==> flow/run.sh <==
#!/bin/bash
# OpenROAD 26Q1-2900-gdf79404cd8, Yosys 0.63+post, stock flow scripts
make -C /OpenROAD-flow-scripts/flow DESIGN_CONFIG=/design/flow/config.mk WORK_HOME=/design/flow/orfs finish
==> flow/config.mk <==
export PLATFORM = sky130hd
export DESIGN_NAME = DISP7SEG
export DESIGN_NICKNAME = DISP7SEG
export VERILOG_FILES = /design/flow/design.v
export SDC_FILE = /design/flow/constraint.sdc
export NUM_CORES = 4
export LEC_CHECK = 1
export CORE_AREA = 10 10 107 107
export DIE_AREA = 0 0 117 117
==> flow/constraint.sdc <==
current_design DISP7SEG

set clk_period 3.7
set clk_io_pct 0.2

create_clock -name clk0 -period $clk_period [get_ports {clk}]

set non_clock_inputs [all_inputs -no_clocks]
set_input_delay [expr $clk_period * $clk_io_pct] -clock clk0 $non_clock_inputs
set_output_delay [expr $clk_period * $clk_io_pct] -clock clk0 [all_outputs]
==> run notes <==
flow finished, numbers: status=finished, final reports clean, insertion delay to the later sink of the worst-skew pair=0.27 ns, critical-path cell list=clkdlybuf4s50_1 -> mux2i_1 -> a221o_2 -> nor3_2 -> nor3_1 -> o31ai_2 -> clkdlybuf4s50_1, global-route wire length before repair=7390 µm, minimum setup slack among reg-to-reg paths=1.85 ns, HPWL after detailed placement=3620 µm, number of core rows=35, die boundary width=117 µm, summed instance area of the synthesized netlist=1980 µm², number of clock buffers inserted by TritonCTS=3, number of diodes added for antenna fixing=0, aggregate routed wire length=4590 µm, number of warnings the tools reported=32, simple-gate share of the synthesized area=0.259, mux share of post-synthesis cell area=0.0252, family with the most delay on the worst path=buffers and inverters, Seq/Total Area, Yosys=0.293, critical-path maximum fanout=8, Total Neg Setup Slack=0 ns, initial antenna violation count=0, cell with the largest stage delay on the worst path=clkdlybuf4s50_1, initial core utilization=0.216, H-tree levels=1, leakage power summed over all cells=0.000831 µW, Yosys Warn Count=4, core utilization of the finished layout=0.268, overall chip area=13700 µm², total track usage=0.0645, final critical delay including setup and external delays=3.57 ns, total congestion overflow after global routing=0, post-placement setup slack=0.140 ns, Final Hold Fails=0, summed standard-cell area reported by yosys=1980 µm², worst relative slew slack=0.529, cell type with the highest occurrence count on the critical path=clkdlybuf4s50_1, worst hold-check path type=flop to flop, total vias in the final route=1748, critical path start-end classification=input port to primary output, I/O Buffers=34, XOR-XNOR Cells, Area Fraction=0.106, Slew Limit Fails=0, startpoint type of the worst setup path=input port, DRT Pass-1 Iters=4, final critical-path share of the clock period=0.964, met1 track demand over resource=0.0879, Root Driver=clkbuf_8, actual slew at the worst max-slew pin=0.706 ns, max-cap violation count=0, number of unconstrained endpoints=6, Post CTS Setup Buffer Count=0, number of cell instances after yosys synthesis=230, comb area leader=simple AND/OR/NAND/NOR gates, least setup slack across all paths after layout=0.134 ns, Synth Area in Adders=0.0567, Syn Inst Count=230, core region area=9200 µm², final non-filler cell total=373, Synth-to-Final Area Change=24.1%, clk_skew=0.0116 ns, I/O pin count=35, cell count after placement=369, synthesized-area fraction occupied by ao, oa, aoi and oai cells=0.206, count of unclocked register or latch pins=2, setup-violating endpoint count in the final report=0, DRC marker count from the first detailed-route iteration=121, Top Usage Layer GRT=met2, met2 layer usage reported by global route=0.107, kind of end point of the critical path=primary output, crit path DRT=2.96 ns, data arrival at the endpoint of the critical path=2.83 ns, number of enable-type register cells in the synthesized netlist=0, clock tree from TritonCTS=yes, post-synthesis average cell area=8.63 µm², Antenna Nets Post-Route=0, peak supply drop=0.000367 V, number of buffers and inverters on the critical path=2, GPL Wtd Cong=0.860, post-detailed-route DRC marker count=0, RSZ-0062 raised after global routing=false, highest cell delay on the worst timing path=0.51 ns, most instantiated flip-flop cell in the synthesis netlist=dfxtp_1, vias in the first global route=1606, number of distinct library cells after synthesis=50, Longest Clk Path Bufs=2, Power Density=216 nW/µm², fmax=0.280 GHz, vertical extent of the die=117 µm, CTS clk-pin slew, worst paths=0.08 ns, share of cells above drive strength 1=0.103, FF+latch count, synth=29, routed len/inst=12.3 µm, async set or reset register ratio after synthesis=0, mean number of vias per cell=4.69, met3 track demand over resource in global routing=0.0139, pin count of the biggest net entering global routing=19, Final Cell Area=2460 µm², area post-placement=2410 µm²
## cell families after synthesis
logic type               count (synthesis)
AND-OR/OR-AND                           55
XOR/XNOR                                24
adder cells (fa/ha/maj)                  9
buffers and inverters                   17
flip-flops                              29
multiplexers                             5
AND/OR/NAND/NOR                         91
## layout make-up
class                   count  area, µm²
fillers                   965       6730
flip-flops and latches     29        581
clock buffers               4       45.0
inverters                   8       30.0
well taps                 111        139
repair buffers             37        363
multi-input cells         184       1310
## metal layers
layer	part of all wire	up-vias
li1	-	909
met1	0.46	805
met2	0.47	30
met3	0.061	4
met4	0.0094	0
met5	0	-
## flip-flops by register name, indices dropped and copies added (netlist names)
name	cells
my_counter.temp	2
slowclock.clk_out	1
slowclock.period_count	26
## synth_stat cells, drive strengths merged, types with 2 or more instances
master  instances  area [µm²]
dfxtp          29         581
xnor2          19         166
nor2           18        80.1
nand3          16        80.1
o21ai          15        75.1
nand2          14        52.6
a21oi          11        55.1
ha              9         113
inv             8        30.0
nand4           8        50.1
nor3            8        45.0
buf             7        68.8
a211oi          6        75.1
mux2i           5        50.1
nor3b           5        47.5
xor2            5        43.8
a221oi          4        47.6
and4            4        35.0
nor2b           4        32.5
nor4            4        25.0
a211o           3        26.3
a21boi          3        22.5
and3            3        20.0
nand2b          3        18.8
o31ai           3        27.5
a22oi           2        15.0
a41oi           2        17.5
clkbuf          2        8.75
o22ai           2        12.5
or3             2        12.5
## worst reg2reg max path: cells and delay by family, from the launching register on
kind                     cells  cell delay, ns
AND/OR/NAND/NOR              5            1.00
flip-flops                   1            0.41
adder cells (fa/ha/maj)      1            0.33
## metrics by stage
stage / total power, µW / hold slack [ns]
floorplan: 329 / 0.435
CTS: 539 / 0.469
global placement: 376 / 0.453
detailed placement: 375 / 0.454
global route: 556 / 0.492
finish: 532 / 0.468
## repair_timing
item / CTS / global route
resized: 0 / 3
hold buffers: 0 / 0
setup endpoints to repair: 0 / 1
hold endpoints to repair: 0 / 0
## cell usage in the layout, fill, tap and decap left out, drive strengths merged, types with 6 or more instances in the layout
cell type      netlist  layout
inv                  8       8
a211oi               6       6
o21ai               15      15
nand4                8       8
nand3               16      16
nand2               14      14
xnor2               19      19
a21oi               11      11
dfxtp               29      29
nor3                 8       8
nor2                18      18
clkdlybuf4s50        0      34
ha                   9       9
## worst paths after layout
check / startpoint / to / cells after the start
setup / recovery: D2[0] / seg[3] / 7
hold / removal: slowclock.period_count[25]$_SDFF_PP0_ / slowclock.period_count[25]$_SDFF_PP0_ / 1
setup reg to reg: slowclock.period_count[0]$_SDFF_PP0_ / slowclock.period_count[6]$_SDFF_PP0_ / 6
hold reg to reg: slowclock.period_count[25]$_SDFF_PP0_ / slowclock.period_count[25]$_SDFF_PP0_ / 1
## power by group
part	leakage (µW)	switching, µW	total [µW]	internal [µW]
clock	0.0000228	86.9	164	77.1
sequential	0.000233	0	290	290
combinational	0.000575	30.5	77.8	47.3
total	0.000831	117	532	415
Power and IR drop assume default switching activity.
