--- design/flow/run.sh ---
#!/bin/bash
# OpenROAD 26Q1-2900-gdf79404cd8, Yosys 0.63+post, stock flow scripts
make -C /OpenROAD-flow-scripts/flow DESIGN_CONFIG=/design/flow/config.mk WORK_HOME=/design/flow/orfs finish
--- design/flow/config.mk ---
export PLATFORM = sky130hd
export DESIGN_NAME = ALU
export DESIGN_NICKNAME = ALU
export VERILOG_FILES = /design/flow/design.v
export SDC_FILE = /design/flow/constraint.sdc
export NUM_CORES = 4
export LEC_CHECK = 1
export CORE_AREA = 10 10 70 70
export DIE_AREA = 0 0 80 80
--- design/flow/constraint.sdc ---
current_design ALU

set clk_period 4.8
set clk_io_pct 0.2

create_clock -name clk0 -period $clk_period

set non_clock_inputs [all_inputs -no_clocks]
set_input_delay [expr $clk_period * $clk_io_pct] -clock clk0 $non_clock_inputs
set_output_delay [expr $clk_period * $clk_io_pct] -clock clk0 [all_outputs]
--- design/flow/design.v ---
`timescale 1ns / 1ps
module ALU(input [3:0] A, B, input
S2 ,S1, S0, output reg [4:0] Y);
always@* 
	begin 
		case({S2, S1, S0})
			3'b000 : Y = A + B;
			3'b001 : Y = A * 2;	
			3'b010 : Y = A + 1 ;		
			3'b011 : Y = A + 2;		
			3'b100 : Y = ~A;		
			3'b101 : Y = A & B;
			3'b110 : Y = A | B; 
			3'b111 : Y = A ^ B; 
		endcase
	end
endmodule
==> results.ini <==
[floorplan]
initial_core_util=0.1626
die-width_um=80
die_h_um=80
chip_area_mm2=0.006400
io_pins=16
coreArea_mm2=0.003416
num_rows=21

[clock_network]
cts_hold_buffers=0
cts.repair.resized=0
postCtsSetupBuffers=0

[power]
power_switching_uw=27.96
ir_worst_vdd_v=0.00003121
switching_share=0.4223
intPower_uw=38.25
pwr-share-comb=1.000
total_power_uw=66.20
pwr-share-seq=0
p_leak_uw=0.0003601
power_density_mw_per_mm2=86.32
pwr-share-clk=0

[global_route]
track_usage=0.04016
grt_max_degree=15
grt_pass1_vias=503
grt_pass1_wl_um=2187
grt_overflow=0
antenna_found_initial=0

[route]
ant_nets=0
drt_wl_total_um=1333
drc=0
firstDrtPassIters=4
num_vias=525
detail_route.vias_per_cell=3.918
wl_per_cell_um=9.948
drt-initial-drc-count=39
antennaDiodeCount=0

[synthesis]
yosys_area_um2=555.5
syn_inst=73
ys_cells=73
synth_area_um2=555.5
yosys_warnings=1
ys_types=20
postSynthSeqShare=0
avgSynthCellArea_um2=7.610

[sta]
finalSetupViolations=0
rsz0062_at_grt=false
maxSlewViolCount=0
hold_viol=0
post-route-min-period_ns=4.293
slew_headroom=0.7805
tightestPinTransition_ns=0.3258
max_clock_freq_mhz=233.0
final.setup.tns_ns=0
fin_crit_sh=0.8943

[placed_design]
postPlaceCellArea_um2=767.0
dp_hpwl_um=1137
gp_congestion=0.7637
io_buffers=16

[critical_path]
worst_ep_arrival_time_ns=3.33
required_ns=3.84
cp.buffers_inverters=3
path_delay_family=buffers and inverters
max_stage_delay_ns=0.48
setup.worst_path.start=S2
crit_chain=clkdlybuf4s50_1, nand2b_1, o21ai_0, ha_1, inv_1, fa_1, nor2b_1, nor3_1, a21oi_1, a21oi_1, clkdlybuf4s50_1
cp-start-kind=input pin
critPathCaptureType=output port
critical_path_class=in -> out
cp_slowest_cell=clkdlybuf4s50_1
cp_max_fo=4

[status]
status=finished clean

[final_layout]
regArea_um2=0
design.seq.count=0
drive_above_1_share=0.05682
clock_buffers=0
nFillCells=385
area_growth_pct=38.06
final_cell_area_um2=767.0

[run]
cap_violations=0
tool_warnings=36

[min_path]
hold_class=in -> out
hold_path.startpoint=S1

## metal layers
layer  vias up  GRT usage  part of all wire
met2        15    0.06260              0.40
met3         0   0.007955             0.059
met4         0          0                 0
li1        281          -                 -
met1       229    0.05890              0.54
met5         -          0                 0
## cells by family after synthesis
| kind of cell | share of synthesized area |
|---|---|
| AND-OR/OR-AND | 0.1577 |
| multiplexers | 0.2117 |
| AND/OR/NAND/NOR | 0.1577 |
| XOR/XNOR | 0.03154 |
| buffers and inverters | 0.1126 |
| adder cells (fa/ha/maj) | 0.3288 |
## cells in the mapped netlist
cell / instances / area share
ha_1: 13 / 0.29
inv_1: 11 / 0.074
nor2_1: 9 / 0.061
a21oi_1: 7 / 0.063
o21ai_0: 6 / 0.054
mux2i_1: 5 / 0.090
mux4_2: 3 / 0.12
nand2_1: 3 / 0.020
buf_2: 2 / 0.018
nor2b_1: 2 / 0.023
nor3_1: 2 / 0.018
xor2_1: 2 / 0.032
a21o_1: 1 / 0.014
and3_1: 1 / 0.011
buf_6: 1 / 0.020
fa_1: 1 / 0.036
nand2b_1: 1 / 0.011
nor3b_1: 1 / 0.014
o221ai_1: 1 / 0.016
o22ai_1: 1 / 0.011
## placed cells by master, fill, tap and decap left out
| cell | netlist | layout |
|---|---|---|
| clkdlybuf4s50_1 | 0 | 16 |
| ha_1 | 13 | 13 |
| inv_1 | 11 | 11 |
| nor2_1 | 9 | 9 |
| a21oi_1 | 7 | 7 |
| o21ai_0 | 6 | 6 |
| mux2i_1 | 5 | 5 |
| nand2_1 | 3 | 3 |
| mux4_2 | 3 | 3 |
| nor2b_1 | 2 | 2 |
| nor3_1 | 2 | 2 |
| xor2_1 | 2 | 2 |
| buf_4 | 0 | 2 |
| nand2b_1 | 1 | 1 |
| and3_1 | 1 | 1 |
| nor3b_1 | 1 | 1 |
| o221ai_1 | 1 | 1 |
| a21o_1 | 1 | 1 |
| o22ai_1 | 1 | 1 |
| fa_1 | 1 | 1 |
## worst min-delay path, delay by kind of cell
family	cells	cell delay, ns
simple gates	1	0.15
buf+inv	2	0.85
compound gates	1	0.13
## through the flow
step | utilization | cells | hold WS, ns | setup slack, ns
final | 0.2245 | 134 | 3.049 | 0.5075
after global routing | 0.2245 | 134 | 3.119 | 0.2253
after global placement | 0.2245 | 134 | 3.072 | 0.4931
after CTS | 0.2245 | 134 | 3.077 | 0.4640
after detailed placement | 0.2245 | 134 | 3.077 | 0.4724
after floorplan | - | 73 | 2.040 | 1.546
## cell type report
cell class / instances / area [um^2] / area share
Inverter: 11 / 41.29 / 0.05383
Multi-Input combinational cell: 59 / 493.0 / 0.6427
Tap cell: 46 / 57.56 / 0.07504
Timing Repair Buffer: 18 / 175.2 / 0.2284
## final timing paths
kind / endpoint / slack, ns / cells after the start
hold / removal: Y[0] / 3.05 / 4
setup / recovery: Y[2] / 0.51 / 11
## power groups by stage
stage,Combinational (uW),Clock [uW],Sequential (uW)
global route,76.1,0,0
finish,66.2,0,0
CTS,67.7,0,0
Power is estimated from default activity; no workload was simulated.
